==> flow/design.v <==
`timescale 1ns / 1ps 
module dtw_core_pe #(
    parameter width = 16   
)(
    input   wire                clk,
    input   wire                rst,
    input   wire                running,     
    input   wire [width-1:0]    x,           
    input   wire [width-1:0]    y,           
    input   wire [width-1:0]    N,           
    input   wire [width-1:0]    W,           
    input   wire [width-1:0]    NW,          
    output  wire [width-1:0]    DTWc,        
    output  reg  [width-1:0]    yp           
);
localparam MAX_BUF_VALUE = {(width){1'b1}};
wire [width-1:0] diff = (x - y);
wire [width-1:0] cost = diff[width - 1] ? -diff : diff;
wire [width-1:0] min2 = (N > W) ? W : N;
wire [width-1:0] min3 = (min2 > NW)? NW : min2;
wire [width-1:0] cost_buf_space = MAX_BUF_VALUE - min3;
wire [width-1:0] min3_buf_space = MAX_BUF_VALUE - cost;
assign DTWc = ((cost < cost_buf_space) && (min3 < min3_buf_space)) ? (cost + min3) : MAX_BUF_VALUE;
always@(posedge clk) begin
    if(rst) begin
        yp <= 0;
    end else if (running) begin
        yp <= y;
    end
end
endmodule
==> flow/run.sh <==
#!/bin/bash
# OpenROAD 26Q1-2900-gdf79404cd8, Yosys 0.63+post, stock flow scripts
make -C /OpenROAD-flow-scripts/flow DESIGN_CONFIG=/design/flow/config.mk WORK_HOME=/design/flow/orfs finish
==> flow/config.mk <==
export PLATFORM = sky130hd
export DESIGN_NAME = dtw_core_pe
export DESIGN_NICKNAME = dtw_core_pe
export VERILOG_FILES = /design/flow/design.v
export SDC_FILE = /design/flow/constraint.sdc
export NUM_CORES = 4
export LEC_CHECK = 1
export CORE_UTILIZATION = 40
==> flow/constraint.sdc <==
current_design dtw_core_pe

set clk_period 27.5
set clk_io_pct 0.2

create_clock -name clk0 -period $clk_period [get_ports {clk}]

set non_clock_inputs [all_inputs -no_clocks]
set_input_delay [expr $clk_period * $clk_io_pct] -clock clk0 $non_clock_inputs
set_output_delay [expr $clk_period * $clk_io_pct] -clock clk0 [all_outputs]
==> CHANGELOG.md <==
## Implementation

* Vias at 3671
* Final min period at approximately 18000 ps
* Setup WS pre-CTS at around 9500 ps
* CP Max Fanout at 18
* Pwr Density at 59.44 nW/um^2
* Die Height at about 100 um
* Ao+oa area frac at 19.19%
* Port-buffer cells at around 110
* Fp_density at between 40% and 50%
* Count of tool warnings at 26
* Area Growth Syn to Fin at 35.23%
* Max-cap viol count at 0
* Top delay family on crit path: AND-OR/OR-AND gates
* Clk latency late pin at between 200 and 300 ps
* Avg Cell Area, Syn at approximately 7.6 sq um
* Pre-antenna DRT Iters at 16
* H-tree lvl count at 1
* Ratio of cells with drive above 1 in the final layout at around 7.7%
* Yosys adder share at 22.92%
* Final tally of hold violations at 0
* Critical Path AT at 12420 ps
* Mux area share at between 15 and 20%
* Asr flop ratio synth at 0%
* I/O Pins at 115
* RSZ-0062 raised after global routing: no
* Routed WL at approximately 9.0 mm
* Number of global-route vias before repair at 3606
* R2R depth at 2
* Period utilization at around two thirds
* Number of buffers created by CTS at 3
* First-pass GRT wire length at 15.45 mm
* Diode count at 0
* Via-to-Cell Ratio at 5.192
* Initial antenna violation count at 0
* Synth cell types at a little under 50
* Slowest CP cell: o221a_2
* Worst-Margin Slew at around 650 ps
* Reg clk slew, reported paths at ~60 ps
* RD Place Congestion at 0.8757
* CP required at between 20000 and 25000 ps
* Outcome: completed
* Root buffer cell: clkbuf_8
* CTS resizes at 0
* Sequential-to-total area share from yosys stat at approximately 8.6%
* Fin Setup TNS at 0 ps
* Post-Syn Instances at approximately 490
* Largest regs: yp (16)
* Final Util at 56.89%
* Final hold slack at between 400 and 500 ps
* CP Launch Type: primary input
* Core Rows at 34
* Die W at just under 100 um
* Detail Route Antenna Nets at 0
* Synthesized registers at 16
* Post-route DRC violation count at 0
* Register name with the most flops: yp
* Worst path buffer plus inverter count at 4
* Global route overflow at 0
* Dominant register cell: dfxtp_1
* Hold Crit Depth at 2
* Fmax at around 56 MHz
* Total GRT Usage at about a fifth
* LEAKAGE at around 2.3 nW
* Worst path depth at 30
* Clock buffer depth at 2
* XOR-XNOR Cells, Area Fraction at 8.706%
* Power, Total at 0.2992 mW
* CTS tree: done
* IR Drop Worst-Case VDD at roughly 0.035 mV
* Max-slew violations at 0
* Core Box Area at between 8000 and 9000 sq um
* Hold Crit Class: flop to flop
* Max incr delay on CP at around 510 ps
* Post-synth EDFFs at 0
* Detailed router's first-iteration violation count at roughly 76
* # hold bufs at CTS at 0
* # Cells Yosys at ~500
* Final worst slack at about 9600 ps
* Setup Skew at 0 ps
* Largest net degree at the start of global routing at 19
* Synth Warn # at 1
* Relative slew slack at between 50% and 60%
* Yosys simple share at 18.02%
* Worst path most repeated cell: a21o_1
* Critical Path Sink Type: primary output
* Final Setup Violations at 0
* DP HPWL at slightly below 8 mm
* Area of the mapped netlist at around 3700 sq um
* Wire length per cell at 12.70 um
* Largest register FFs at 16
* Synth logic family: adder cells
* Yosys Chip Area at roughly 3700 sq um
* Chip area at just under 10000 sq um
* # clock sinks at 16
* Post-CTS setup buffers at 0
* WS Path Type: primary input to primary output
[layer usage]
layer	global-route usage, %	wire, um
met1	25.89	4231
met3	1.443	478
met5	0	0
met4	0.9185	42
met2	35.48	4226
[where the power goes]
group / internal (mW) / total [mW] / switching, mW
clock: 0.0127 / 0.0209 / 0.00824
combinational: 0.142 / 0.253 / 0.111
sequential: 0.0246 / 0.0253 / 0.000677
total: 0.179 / 0.299 / 0.120
[stage by stage]
step | instance area [sq um] | std cells
2_1_floorplan | 3722 | 490
3_3_place_gp | 4979 | 703
3_5_place_dp | 4979 | 703
4_1_cts | 5034 | 707
5_1_grt | 5034 | 707
6_report | 5034 | 707
[worst paths after layout]
path / start / end / slack, ps
hold / removal: yp[14] / yp[14] / 500
setup reg to reg: yp[1] / yp[1] / 26870
setup / recovery: W[9] / DTWc[14] / 9580
hold reg to reg: yp[14] / yp[14] / 500
[area by class of cell]
cell class | instances | area, sq um
clock buffer | 4 | 55.05
fill | 818 | 3815
inverter | 61 | 229.0
multi-input combinational | 400 | 3123
sequential | 16 | 320.3
tap | 108 | 135.1
timing repair buffer | 118 | 1171
[cells by family (layout without fill, tap and decap cells)]
logic type / count (synthesis) / count (layout)
buf+inv: 74 / 183
xor+xnor: 37 / 37
simple gates: 134 / 134
flops: 16 / 16
compound gates: 110 / 110
fa+ha+maj: 67 / 67
mux: 52 / 52
[synthesized netlist by cell type, types with 6 or more instances]
cell type,instances,area [sq um]
mux2_2,32,360.4
nor3_1,9,45.04
nor2b_1,9,56.30
nand4_1,6,37.54
a21o_1,11,82.58
clkbuf_1,9,33.78
a21oi_1,28,140.1
nand3_1,11,55.05
o21ai_0,22,110.1
inv_1,61,229.0
a31oi_1,6,37.54
nand2b_1,10,62.56
xnor2_1,19,166.4
ha_1,65,813.3
nor2_1,43,161.4
dfxtp_1,16,320.3
o21a_1,8,60.06
xor2_1,18,157.7
nand2_1,27,101.4
mux2i_1,20,200.2
o211ai_1,6,45.04
[worst reg2reg max path: cells and delay by family, from the launching register on]
kind,cells,cell delay (ps)
multiplexers,1,140
AND/OR/NAND/NOR,1,50
flip-flops,1,310
[placed cells by master (no fill, tap or decap), types with 6 or more instances in the layout]
master / count
xnor2_1: 19
nand4_1: 6
mux2i_1: 20
xor2_1: 18
inv_1: 61
nor3_1: 9
nand2_1: 27
a21o_1: 11
o21a_1: 8
nor2b_1: 9
clkdlybuf4s50_1: 114
ha_1: 65
a21oi_1: 28
nand3_1: 11
nor2_1: 43
nand2b_1: 10
o211ai_1: 6
mux2_2: 32
o21ai_0: 22
dfxtp_1: 16
a31oi_1: 6
Power figures rest on the tool's default switching activity, not on a simulated workload.
